==> ./design.v <==
module SRAM(
  input CLKSYS,
  input [15:0] SADDRBUS,
  input [15:0] MADDRBUS,
  input [7:0] SDATA_in,
  input [7:0] MDATA_in,
  output [7:0] SRDATA_out,
  input SHALTACn,
  input RDQEn,
  input SRDQEn,
  input WTQEn,
  input SWTQEn,
  input SSMEMn,
  input SUBSELn
);
wire [9:0] SAB = ~SHALTACn ? {2'b11, MADDRBUS[7:0] } : SADDRBUS[9:0];
wire [7:0] SDB = ~(SUBSELn | SHALTACn) ? MDATA_in : SDATA_in;
wire ce_n = SUBSELn & SSMEMn;
wire wr_n = (SSMEMn | SWTQEn) & (SUBSELn | WTQEn);
wire rd_n = RDQEn & SRDQEn;
ram #(10,8) sram(
  .clk  ( CLKSYS     ),
  .addr ( SAB        ),
  .din  ( SDB        ),
  .q    ( SRDATA_out ),
  .wr_n ( wr_n       ),
  .rd_n ( rd_n       ),
  .ce_n ( ce_n       )
);
endmodule
module ram
#(
  parameter addr_width=12,
  parameter data_width=8
)
(
  input clk,
  input [addr_width-1:0] addr,
  input [data_width-1:0] din,
  output [data_width-1:0] q,
  input rd_n,
  input wr_n,
  input ce_n
);
reg [data_width-1:0] data;
reg [data_width-1:0] mem[(1<<addr_width)-1:0];
assign q = ~ce_n ? data : 0;
always @(posedge clk) begin
  if (~rd_n) data <= mem[addr];
  if (~wr_n & ~ce_n) mem[addr] <= din;
end
endmodule
==> ./run.sh <==
#!/bin/bash
# OpenROAD 26Q1-2900-gdf79404cd8, Yosys 0.63+post, stock flow scripts
make -C /OpenROAD-flow-scripts/flow DESIGN_CONFIG=/design/flow/config.mk WORK_HOME=/design/flow/orfs finish
==> ./config.mk <==
export PLATFORM = sky130hd
export DESIGN_NAME = SRAM
export DESIGN_NICKNAME = SRAM
export VERILOG_FILES = /design/flow/design.v
export SDC_FILE = /design/flow/constraint.sdc
export NUM_CORES = 4
export LEC_CHECK = 1
export CORE_UTILIZATION = 50
export SYNTH_MEMORY_MAX_BITS = 65536
==> ./constraint.sdc <==
current_design SRAM

set clk_period 1055.2
set clk_io_pct 0.2

create_clock -name clk0 -period $clk_period [get_ports {CLKSYS}]

set non_clock_inputs [all_inputs -no_clocks]
set_input_delay [expr $clk_period * $clk_io_pct] -clock clk0 $non_clock_inputs
set_output_delay [expr $clk_period * $clk_io_pct] -clock clk0 [all_outputs]
==> flow_metrics.py <==
# Auto-generated metrics
metrics = {
    "finish": {
        "fin_area_sq_um": 354000,
        "instances_no_fill": 26766,
        "drive_gt1_share_pct": 16.1,
        "nFillCells": 46575,
        "comb_area_sq_um": 65100,
        "regArea_sq_um": 246000,
        "area_growth_pct": 12.1,
    },
    "yosys": {
        "ys_types": 62,
        "synth-xor-area-share_pct": 0,
        "ys_cells": 17047,
        "syn_area_sq_um": 316000,
        "syn_avg_cell_area_sq_um": 18.6,
        "yosys.stat.seqShare_pct": 77.9,
        "ys_sh_aoi_pct": 4.01,
        "edf_count": 8200,
        "netlist_instances": 17047,
        "yosys_warnings": 1,
        "ys_sh_adder_pct": 0,
        "ys_sh_mux_pct": 12.0,
        "common_cells": "8200 x edfxtp_1, 1683 x mux2i_1, 1280 x nand2_1",
        "yosys_area_sq_um": 316000,
        "ys_ff": 8200,
        "synth_dominant_cell_count": "edfxtp_1",
        "top_logic_kind": "multiplexers",
        "async_flop_share_pct": 0,
        "yosys.area.top_type_share_pct": 77.9,
        "yosysTopAreaCell": "edfxtp_1",
        "ff_type": "edfxtp_1",
        "area_leaders": "edfxtp_1 78%, mux4_2 6.6%, mux2i_1 5.3%, o22ai_1 1.6%, nand2_1 1.5%",
        "yosys.area_share.simple_pct": 4.27,
    },
    "route": {
        "routed_via_density": 6.30,
        "route.detailed.drc": 0,
        "ant_nets": 0,
        "drt_iter0_drc": 11842,
        "drt_first_pass_iters": 9,
        "wl_mm": 992,
        "wl_per_cell_microns": 37.1,
        "vias": 168535,
    },
    "placed_design": {
        "postPlaceCellArea_sq_um": 329000,
        "gp_congestion": 0.951,
        "dp_hpwl_mm": 623,
        "post-place-ws_ns": 631.07,
        "dp_cells": 25150,
        "portBuffers": 49,
    },
    "setup_path": {
        "end_kind": "primary output",
        "cpMostUsedCell": "clkdlybuf4s50_1",
        "crit-reg2reg-launch": "sram.mem[323][2]",
        "cp_data_arrival_time_ns": 213.12,
        "r2r_cells": 7,
        "crit_family": "buffers and inverters",
        "startpoint_type": "input pin",
        "critical_path_class": "in -> out",
        "critPathMaxStageDelay_ns": 0.63,
        "cp.required_ns": 844.16,
        "regToRegEndpoint": "sram.data[2]",
        "crit_chain": "clkdlybuf4s50_1 -> nand2_1 -> buf_4 -> and2_1 -> clkdlybuf4s50_1",
        "r2r_slack_ns": 1050.99,
        "critPathSlowestCell": "and2_1",
        "cp_max_fo": 8,
        "crit_buf_inv": 3,
    },
    "sta": {
        "rsz0062_at_grt": "false",
        "worst_pin_slew_ns": 1.26,
        "fin_crit_ns": 424.16,
        "setup_violations": 0,
        "fin_skew_ns": 0.0611,
        "relSlewSlack_pct": 14.2,
        "slew_violations": 0,
        "tns_ns": 0,
        "setup_slack_ns": 631.04,
        "holdWs_ns": 1.27,
        "hold_viol": 0,
        "max_freq_ghz": 0.00236,
        "fin_crit_sh_pct": 40.2,
    },
    "floorplanning": {
        "die-area_sq_um": 636000,
        "fp_util_pct": 50.3,
        "dieWidth_microns": 797,
        "rows": 291,
        "io_pins": 64,
        "dieHeight_microns": 797,
        "coreArea_sq_um": 629000,
    },
    "min_path": {
        "hold_path_end": "sram.data[3]",
        "min_path_cells": 9,
        "min-delay-start": "sram.mem[178][3]",
        "worstHoldPathType": "reg -> reg",
    },
    "power": {
        "vdd_drop_max_mv": 0.00159,
        "p_leak_nw": 115,
        "p_per_area_nw_per_um2": 1.94,
    },
    "clock_tree": {
        "post_cts_resized": 0,
        "clock_latency_ns": 1.17,
        "cts_max_level": 6,
        "cts_buffer_depth": 4,
        "cts_tree": "built",
        "clk_pin_slew_ns": 0.06,
        "clock_sinks": 8200,
        "root_buffer": "clkbuf_16",
        "cts_buffers": 820,
        "cts_hold_buf": 0,
        "postCtsSetupRepairBufs": 0,
    },
    "grt": {
        "antenna_found_initial": 86,
        "grt_pass1_vias": 177530,
        "grt_pass1_wl_mm": 1380,
        "grt_overflow": 0,
        "grt_max_degree": 129,
        "grt_usage_pct": 35.3,
    },
    "job": {
        "warnings": 66,
        "maxCapViolCount": 0,
    },
    "status": {
        "outcome": "finished, final reports clean",
    },
}
-- registers in the layout (all words and copies together) (netlist names) --
register and flops:
sram.data 8, sram.mem 8192
-- logic make-up after synthesis --
kind of cell | after synthesis
flip-flops | 8200
AND/OR/NAND/NOR | 3155
multiplexers | 2630
AND-OR/OR-AND | 1936
buffers and inverters | 1126
-- metal layers --
layer	GRT usage, %	vias to the layer above	share of wire, %
met4	13.6	170	4.8
met2	46.9	11409	45
met1	43.5	84552	30
li1	-	70298	-
met3	30.3	2106	20
met5	4.44	-	0.41
-- worst register-to-register path, cell delays in order, from the launching register on --
cell       delay, ns
edfxtp_1        0.36
mux4_2          0.55
a2111oi_0       0.45
nand3_1         0.19
o21ai_0         0.76
o21ai_0         0.56
a22oi_1         0.66
nand4_1         0.33
-- worst max path at each step --
stage | to | slack [ns] | from | depth (start not counted)
4_1_cts | SRDATA_out[0] | 631.06 | SUBSELn | 5
5_1_grt | SRDATA_out[0] | 630.90 | SUBSELn | 5
6_report | SRDATA_out[0] | 631.04 | SUBSELn | 5
-- final cells by class --
| type | count | share of cell area, % |
|---|---|---|
| well taps | 8350 | 2.95 |
| clock buffers | 1024 | 6.03 |
| multi-input cells | 7721 | 18.4 |
| repair buffers | 878 | 2.00 |
| diodes | 127 | 0.0897 |
| flip-flops and latches | 8200 | 69.5 |
| clock inverters | 465 | 1.10 |
| inverters | 1 | 0.00106 |
-- cell usage in the layout (no fill, tap or decap), types with 48 or more instances in the layout --
cell                n
nand4_1            99
nor4_1            238
mux4_2            931
clkinv_1          228
a222oi_1           68
clkdlybuf4s50_1    48
a311oi_1           59
mux2i_1          1676
diode_2           127
a22oi_1           238
clkbuf_16         825
o22ai_1           811
o21ai_0            50
a21oi_1           443
nand3_1           331
clkbuf_1          199
edfxtp_1         8200
nand2_1          1243
nor2_1           1046
clkinv_2          134
and3_1             55
buf_4             799
-- where the power goes --
| part | leakage, nW | internal [mW] | switching (mW) |
|---|---|---|---|
| sequential | 73.7 | 0.361 | 0.000173 |
| combinational | 28.6 | 0.0133 | 0.0353 |
| clock | 12.3 | 0.154 | 0.123 |
| total | 115 | 0.529 | 0.158 |
-- per-stage QoR --
stage | util [%] | total power, mW
2_1_floorplan | - | 0.398
3_5_place_dp | 52.3 | 0.416
6_report | 56.3 | 0.687
5_1_grt | 56.3 | 0.704
3_3_place_gp | 52.3 | 0.416
4_1_cts | 56.3 | 0.689
Power is estimated from default activity; no workload was simulated.
